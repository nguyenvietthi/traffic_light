### flow/run.sh
#!/bin/bash
# OpenROAD 26Q1-2900-gdf79404cd8, Yosys 0.63+post, stock flow scripts
make -C /OpenROAD-flow-scripts/flow DESIGN_CONFIG=/design/flow/config.mk WORK_HOME=/design/flow/orfs finish
### flow/config.mk
export PLATFORM = sky130hd
export DESIGN_NAME = Divide_freg
export DESIGN_NICKNAME = Divide_freg
export VERILOG_FILES = /design/flow/design.v
export SDC_FILE = /design/flow/constraint.sdc
export NUM_CORES = 4
export LEC_CHECK = 1
export CORE_UTILIZATION = 40
### flow/constraint.sdc
current_design Divide_freg

set clk_period 5.5
set clk_io_pct 0.2

create_clock -name clk0 -period $clk_period [get_ports {clk20M}]

set non_clock_inputs [all_inputs -no_clocks]
set_input_delay [expr $clk_period * $clk_io_pct] -clock clk0 $non_clock_inputs
set_output_delay [expr $clk_period * $clk_io_pct] -clock clk0 [all_outputs]
### flow/design.v
`timescale 1ns / 1ps
module Divide_freg(
    input clk20M,
    input Reset,
    output reg clk1,
    output reg rst
    );
localparam divide_count = 10;
reg [31:0]count;  
always@(posedge clk20M , posedge Reset)
begin
	if(Reset)
		begin
		clk1 <= 1'b0;
		count <= 32'b0;
		end
	else if(count == divide_count - 1)
		begin
		clk1 <= ~ clk1;
		count <= 32'b0;
		end
	else
	   begin
	   clk1 <= clk1;
	   count <= count + 1 ;
	   end
end
always@(*)
begin
	if(Reset)
		begin
        rst = 1;
		end
	else
	    begin
        rst = 0;
	    end
end
endmodule
==> qor.log <==
[outcome] status complete, no violations
[setup_path] critical path required time 4400 ps
[final_timing] upper clock frequency limit 320 MHz
[clocking] clock tree from TritonCTS done
[logic_synthesis] post-synthesis chip area from yosys 1570 µm²
[setup_path] maximum fanout along the worst path 2
[drt] wire length per cell after detailed routing 12.8 µm
[hold_path] end point of the worst hold path clk1
[power] cell leakage power 0.775 nW
[setup_path] start-to-end type of the worst setup path input port to output pin
[drt] First DRT Iteration DRCs 48
[logic_synthesis] post-synthesis instance area 1570 µm²
[power] share of power burned in registers 0.579
[final_layout] # fillers 326
[setup_path] cell type of the slowest stage on the worst timing path clkdlybuf4s50_1
[clocking] root buffer cell clkbuf_8
[final_layout] fraction of the core area covered by cells at the end of the flow 0.465
[final_layout] register area 826 µm²
[floorplan] standard-cell rows 22
[final_timing] setup violators final 0
[clocking] Post-CTS Hold Fix Bufs 0
[drt] antenna cells 0
[power] Max IR drop VDD 0.130 mV
[final_layout] number of non-filler instances in the completed layout 197
[clocking] quantity of gates resized following cts 0
[clocking] clock insertion delay at the later pin of the skew report 280 ps
[placement] post-placement cell count 189
[clocking] Num Clock Sinks 33
[drt] vias after detailed routing 1036
[global_route] largest net degree at the start of global routing 34
[logic_synthesis] ys flops 33
[logic_synthesis] post-synthesis cell count from yosys 139
[placement] final HPWL from detailed placement 1720 µm
[setup_path] Slowest Stage Delay on Critical Path 470 ps
[clocking] TritonCTS Buffers 5
[global_route] total global routing overflow 0
[drt] total detailed-routing wirelength 2530 µm
[placement] number of buffers added on ports 3
[hold_path] Min-Delay Path Depth 1
[setup_path] buffering stage count on the worst path with inverters included 2
[setup_path] launch instance of the worst register-to-register path count[9]
[final_layout] share of layout cells above drive strength 1 0.0940
[drt] vias per std cell 5.26
[global_route] GRT Util Overall 0.148
[hold_path] origin of the worst min-delay path clk1
[final_layout] comb. cell area 711 µm²
[setup_path] cells traversed along the worst timing path clkdlybuf4s50_1 > clkdlybuf4s50_1
[final_timing] actual transition at the worst max-transition pin 641 ps
[final_timing] final tally of hold violations 0
[power] cell internal power dissipation 334 µW
[clocking] Reg clk slew, reported paths 60 ps
[power] PnR Total Power 419 µW
[drt] Detailed Routing Iterations Pass 1 5
[hold_path] path class of the lowest-slack min-delay path register to register
[setup_path] Worst setup SP type input port
[setup_path] type of element capturing the critical path output pin
[placement] Placer Congestion 0.824
[power] switching part of the total 0.202
[floorplan] x dimension of the die 64.7 µm
[power] Net Switching 84.8 µW
[final_timing] setup repair after global routing missed its margin no
[logic_synthesis] number of cells produced by synthesis 139
[global_route] number of global-route vias before repair 996
[final_timing] Worst Skew 3.79 ps
[final_layout] area delta synth->final 10.1%
[logic_synthesis] number of warnings printed during yosys synthesis 1
[clocking] count of H-tree levels built during CTS 2
[drt] post-detailed-route DRC marker count 0
[run] stage-log warning count 26
[setup_path] data arrival at the endpoint of the critical path 2030 ps
[final_timing] Final Critical Period 3130 ps
[logic_synthesis] number of distinct library cells after synthesis 23
[power] Clock power frac 0.406
[setup_path] kind of cell with the highest combined delay on the critical path buffers and inverters
[final_timing] Worst Hold Margin 469 ps
[floorplan] boundary pin count 4
[global_route] initial antenna violation count 0
[setup_path] depth of the most critical reg-to-reg path 4
[clocking] Max clock buf depth 2
[setup_path] most used cell along the critical path clkdlybuf4s50_1
[power] part of the total power dissipated in combinational logic 0.015
[logic_synthesis] syn avg cell area 11.3 µm²
[setup_path] slack of the worst reg-to-reg path 3750 ps
[final_timing] final worst-path cycle share 0.568
[run] Max Cap Viol 0
[floorplan] Core Area 3720 µm²
[clocking] total setup buffers inserted after CTS 0
[drt] remaining antenna violation count after routing 0
[power] power density of the placed cells 242 nW/µm²
[floorplan] Die Footprint 4180 µm²
[global_route] global-route wire length before repair 4660 µm
[floorplan] vertical die size 64.7 µm
[final_timing] number of max-slew violations in the final report 0
[final_timing] final sum of negative setup slack 0 ps
[final_timing] Worst slew margin 0.569
[floorplan] fp_density 0.423
[logic_synthesis] sequential cell area fraction in the yosys report 0.526
[setup_path] terminus of the critical flop-to-flop path count[30]
-- cells in the final DEF, fill, tap and decap left out, drive strengths merged --
| cell type | instances |
|---|---|
| and2 | 1 |
| and3 | 5 |
| and4 | 3 |
| buf | 1 |
| clkbuf | 8 |
| clkdlybuf4s50 | 3 |
| dfrtp | 33 |
| ha | 2 |
| inv | 4 |
| nand2 | 8 |
| nand3 | 13 |
| nand4 | 15 |
| nor2 | 9 |
| nor3 | 5 |
| nor4 | 6 |
| nor4b | 2 |
| xnor2 | 25 |
| xor2 | 6 |
-- flip-flops by register name, summed over array words and instances (netlist names) --
| name | count |
|---|---|
| count | 32 |
| clk1 | 1 |
-- metrics by stage --
stage               instance area (µm²)  worst slack, ps
finish                             1730             2370
global route                       1730             2340
CTS                                1730             2370
detailed placement                 1650             2370
global placement                   1650             2370
floorplan                          1570             3200
-- synth_stat cells --
cell     count  share of area
dfrtp_1     33           0.53
xnor2_1     25           0.14
nand3_1     13          0.041
nand4_1     13          0.052
nor2_1       9          0.022
nand2_1      8          0.019
xor2_1       6          0.033
nor4_1       5          0.020
and3_1       4          0.016
inv_1        4         0.0096
nor3_1       3         0.0096
and4_2       2          0.013
ha_1         2          0.016
nand4_2      2          0.016
nor4b_1      2          0.011
and2_1       1         0.0040
and3_2       1         0.0048
and4_1       1         0.0056
buf_4        1         0.0048
buf_6        1         0.0072
nor3_2       1         0.0064
nor3_4       1          0.010
nor4_4       1          0.014
-- cell type report --
class                      count  area share
sequential                    33       0.478
timing repair buffer           4      0.0217
tap                           48      0.0347
inverter                       4     0.00868
clock buffer                   8      0.0463
multi-input combinational    100       0.411
-- power by group through the flow --
stage / registers (mW) / logic (mW) / clock network, mW
6_report: 0.243 / 0.00620 / 0.170
4_1_cts: 0.243 / 0.00680 / 0.178
5_1_grt: 0.242 / 0.00760 / 0.190
-- worst max path at each step --
stage / cells past startpoint / end / start / slack (ps)
final: 2 / rst / Reset / 2370
after global routing: 2 / rst / Reset / 2340
after CTS: 2 / rst / Reset / 2370
-- logic make-up after synthesis --
kind of cell / Yosys count / synth area share
buffers and inverters: 6 / 0.0215
XOR/XNOR: 31 / 0.173
flip-flops: 33 / 0.526
adder cells (fa/ha/maj): 2 / 0.0159
AND/OR/NAND/NOR: 67 / 0.264
-- metal layers --
layer | track usage | up-vias | share of wire
met1 | 0.246 | 496 | 0.51
met3 | 0.0393 | 7 | 0.044
met2 | 0.201 | 18 | 0.42
li1 | - | 515 | -
met5 | 0 | - | 0
met4 | 0.0333 | 0 | 0.020
Power is estimated from default activity; no workload was simulated.
