===== flow/design.v =====
module Led7seg(
    input LR1,
    input clk1,
    input eLED01,
    input eLED23,
    input [6:0] Count,
    output reg [6:0] hex0,
    output reg [6:0] hex1,
    output reg [6:0] hex2,
    output reg [6:0] hex3
    );
reg [4:0] countled;
reg [3:0] countled1;
reg [3:0] countled2;
always@(posedge clk1) 
begin
    countled  = Count%25;
    countled1 = countled/10;
    countled2 = countled%10;
end
always @(*)
  begin
  if(eLED01) begin
    case(countled2)
      0       :  hex0 <= 7'b0000001;
      1       :  hex0 <= 7'b1001111;
      2       :  hex0 <= 7'b0010010;
      3       :  hex0 <= 7'b0000110;
      4       :  hex0 <= 7'b1001100;
      5       :  hex0 <= 7'b0100100;
      6       :  hex0 <= 7'b0100000;
      7       :  hex0 <= 7'b0001111;
      8       :  hex0 <= 7'b0000000;
      default :  hex0 <= 7'b0000100;
    endcase
    case(countled1)
      0       :  hex1 <= 7'b0000001;
      1       :  hex1 <= 7'b1001111;
      2       :  hex1 <= 7'b0010010;
      3       :  hex1 <= 7'b0000110;
      4       :  hex1 <= 7'b1001100;
      5       :  hex1 <= 7'b0100100;
      6       :  hex1 <= 7'b0100000;
      7       :  hex1 <= 7'b0001111;
      8       :  hex1 <= 7'b0000000;
      default :  hex1 <= 7'b0000100;
    endcase
  end
  end
  always @(*)
  begin
  if(eLED23) begin
    case(countled2)
      0       :  hex2 <= 7'b0000001;
      1       :  hex2 <= 7'b1001111;
      2       :  hex2 <= 7'b0010010;
      3       :  hex2 <= 7'b0000110;
      4       :  hex2 <= 7'b1001100;
      5       :  hex2 <= 7'b0100100;
      6       :  hex2 <= 7'b0100000;
      7       :  hex2 <= 7'b0001111;
      8       :  hex2 <= 7'b0000000;
      default :  hex2 <= 7'b0000100;
    endcase
    case(countled1)
      0       :  hex3 <= 7'b0000001;
      1       :  hex3 <= 7'b1001111;
      2       :  hex3 <= 7'b0010010;
      3       :  hex3 <= 7'b0000110;
      4       :  hex3 <= 7'b1001100;
      5       :  hex3 <= 7'b0100100;
      6       :  hex3 <= 7'b0100000;
      7       :  hex3 <= 7'b0001111;
      8       :  hex3 <= 7'b0000000;
      default :  hex3 <= 7'b0000100;
    endcase
  end
  end
endmodule

===== flow/run.sh =====
#!/bin/bash
# OpenROAD 26Q1-2900-gdf79404cd8, Yosys 0.63+post, stock flow scripts
make -C /OpenROAD-flow-scripts/flow DESIGN_CONFIG=/design/flow/config.mk WORK_HOME=/design/flow/orfs finish

===== flow/config.mk =====
export PLATFORM = sky130hd
export DESIGN_NAME = Led7seg
export DESIGN_NICKNAME = Led7seg
export VERILOG_FILES = /design/flow/design.v
export SDC_FILE = /design/flow/constraint.sdc
export NUM_CORES = 4
export LEC_CHECK = 1
export CORE_AREA = 10 10 113 113
export DIE_AREA = 0 0 123 123

===== flow/constraint.sdc =====
current_design Led7seg

set clk_period 10.1
set clk_io_pct 0.2

create_clock -name clk0 -period $clk_period [get_ports {clk1}]

set non_clock_inputs [all_inputs -no_clocks]
set_input_delay [expr $clk_period * $clk_io_pct] -clock clk0 $non_clock_inputs
set_output_delay [expr $clk_period * $clk_io_pct] -clock clk0 [all_outputs]

==> flow_metrics.py <==
# Generated from Yosys and OpenROAD reports
metrics = {
    "cells_and_area": {
        "drive_above_1_share_pct": 10.7,
        "final_common_cell": "clkdlybuf4s50_1",
        "lay_top_cells": "clkdlybuf4s50_1, dlxtp_1, nor2_1",
        "nFillCells": 1122,
        "area_growth_pct": 25.0,
        "utilization_pct": 23.3,
    },
    "power_and_ir_drop": {
        "peakVddDrop_mv": 0.0484,
        "p_int_w": 0.000217,
        "power-per-cell-area_nw_per_um2": 141,
        "switching_share_pct": 36.1,
        "seq_power_share_pct": 31.8,
        "p_leak_nw": 0.938,
        "switchingPower_w": 0.000123,
        "clock_power_share_pct": 11.7,
        "combPwrFrac_pct": 56.6,
    },
    "global_routing": {
        "grt_usage_pct": 5.42,
        "grt_overflow_total": 0,
        "grt_max_degree": 15,
        "grt_pass1_vias": 1507,
        "grt_pass1_wl_mm": 7.13,
        "antenna_found_initial": 0,
    },
    "route": {
        "first_iter_violations": 107,
        "avgViaCountPerCell": 4.25,
        "totalWireLength_mm": 4.18,
        "wl_per_cell_microns": 10.8,
        "vias": 1653,
        "diodes": 0,
        "remaining_drc_errors": 0,
        "dr.pass1.iters": 4,
        "ant_nets": 0,
    },
    "setup_path": {
        "cp_common_cell": "ha_1",
        "crit_chain": "clkdlybuf4s50_1 -> or2_2 -> a21oi_1 -> ha_1 -> nor2_1 -> a31o_2 -> and2_1 -> xnor2_1 -> ha_1 -> nor2b_1 -> mux2i_1 -> o2111a_1 -> a32oi_1 -> a221o_1 -> xnor2_2 -> inv_2 -> ha_1 -> nor2b_1 -> nand2_1 -> xnor2_1 -> o21ai_0 -> ha_1 -> or3b_2 -> a21oi_1",
        "worstPathRequired_ns": 10.26,
        "crit_slowest_cell": "clkdlybuf4s50_1",
        "crit_path_start_kind": "primary input",
        "cp-startpoint": "Count[4]",
        "worstSetupEndpointType": "register",
        "worstPathArrival_ns": 8.84,
        "worstPathMaxFanout": 14,
        "path_class": "in2reg",
        "cp_slowest_stage_delay_ns": 0.65,
    },
    "cts": {
        "cts_max_level": 1,
        "root_buffer": "clkbuf_8",
        "cts_tree": "done",
        "numCtsBuffers": 3,
        "clk_pin_slew_ns": 0.04,
        "cts_setup_buffers": 0,
        "clk_path_buf_depth": 2,
        "cts-resized-gates": 0,
        "cts_hold_buf": 0,
    },
    "place": {
        "place_ws_ns": 1.30,
        "dp_hpwl_mm": 3.38,
        "port_buffers": 35,
        "place.gp.congestion": 0.814,
    },
    "synthesis": {
        "yosys.area.top_type_share_pct": 18.7,
        "syn_inst": 227,
        "yosys_cells": 227,
        "async_flop_share_pct": 0,
        "synth_cell_type_count": 68,
        "yosysWarnings": 1,
        "synthFlopType": "dlxtp_1",
        "ys_area_sq_um": 1930,
        "synthTopCellsByArea": "dlxtp_1, dfxtp_1, ha_1",
        "avgSynthCellArea_sq_um": 8.49,
        "top_area_cell": "dlxtp_1",
        "ys.flops": 36,
        "syn_area_sq_um": 1930,
        "edf_count": 0,
    },
    "floorplanning": {
        "fp_util_pct": 18.7,
        "die_h_microns": 123,
        "fp.dieW_microns": 123,
        "io_pins": 39,
        "placementRows": 37,
        "coreArea_sq_um": 10300,
        "die-area_sq_um": 15100,
    },
    "final_timing": {
        "untimed_endpoints": 50,
        "post-route-period-util_pct": 86.0,
        "max_slew_margin_pct": 57.5,
        "rsz0062_at_grt": "no",
        "maxClockFrequency_ghz": 0.115,
        "finalMaxSlewViolations": 0,
        "finalSetupViolCount": 0,
        "unclocked_pins": 24,
        "hold_viol": 0,
        "layout_setup_ws_ns": 1.42,
        "worstMarginPinSlew_ns": 0.635,
        "finalSetupTns_ns": 0,
        "min_period_ns": 8.68,
    },
    "min_path": {
        "min_path_cells": 4,
        "hold_path_startpoint": "Count[0]",
        "hp-class": "in2reg",
    },
    "status": {
        "status": "finished, final reports clean",
    },
    "flow_run": {
        "tool_warnings": 32,
        "cap_violations": 0,
    },
}
-- cells by family after synthesis --
logic type               count (synthesis)  synth area share [%]
AND/OR/NAND/NOR                         69                  20.1
AND-OR/OR-AND                           69                  25.7
flip-flops                              12                  12.5
XOR/XNOR                                 9                  4.87
other                                    1                 0.194
adder cells (fa/ha/maj)                 12                  7.66
latches                                 24                  18.7
buffers and inverters                   24                  6.49
multiplexers                             7                  3.83
-- per-layer routing --
layer	up-vias	track usage, %	share of wire, %
li1	869	-	-
met1	726	8.39	50
met2	56	7.86	39
met3	2	1.16	11
met4	0	0.437	0.19
met5	-	0	0
-- cells in the mapped netlist (2+ instances only) --
cell type	number
nor2_1	18
mux2i_1	4
xnor2_1	7
a22oi_1	2
clkbuf_1	2
ha_1	11
mux2_2	3
a21oi_1	11
nor4_1	2
nor2b_1	3
inv_1	10
buf_4	6
and2_1	3
a32oi_1	2
nand2_1	11
o211ai_1	4
nand3b_1	2
a211oi_1	3
nand3_1	4
a31o_2	2
buf_2	4
or3_1	2
nand4_1	2
dlxtp_1	24
a31oi_1	4
nor3_1	4
o21ai_0	17
or2_2	2
a21oi_2	2
xnor2_2	2
nand2b_1	3
o2111ai_1	2
a21o_1	2
dfxtp_1	12
nor3_2	2
-- power by group through the flow --
stage | clock, W | combinational, W | sequential [W]
4_1_cts | 0.0000418 | 0.000193 | 0.000109
6_report | 0.0000398 | 0.000192 | 0.000108
5_1_grt | 0.0000446 | 0.000218 | 0.000113
-- metrics by stage --
step	power [W]	hold slack, ns	cells	area, sq um
after floorplan	0.000234	2.35	228	1930
after global placement	0.000300	2.97	386	2370
after detailed placement	0.000302	2.97	386	2370
after CTS	0.000344	2.73	389	2410
after global routing	0.000375	2.83	389	2410
final	0.000340	2.72	389	2410
-- worst max-delay path by stage --
stage	end	slack [ns]
global route	register	0.77
finish	register	1.42
CTS	register	1.52
-- layout make-up --
class,count,area [sq um],area share [%]
Sequential cell,36,601,24.9
Timing Repair Buffer,35,350,14.5
Clock buffer,3,41.3,1.71
Tap cell,136,170,7.06
Inverter,11,41.3,1.71
Multi-Input combinational cell,168,1210,50.1
-- worst max-delay path: cells and delay by family --
kind            cells  cell delay, ns
compound gates      7            1.95
xor+xnor            3            0.83
fa+ha+maj           4            1.25
buf+inv             2            0.82
mux                 1            0.11
simple gates        7            1.85
Power is estimated from default activity; no workload was simulated.
