<file path="flow/run.sh">
#!/bin/bash
# OpenROAD 26Q1-2900-gdf79404cd8, Yosys 0.63+post, stock flow scripts
make -C /OpenROAD-flow-scripts/flow DESIGN_CONFIG=/design/flow/config.mk WORK_HOME=/design/flow/orfs finish
</file>
<file path="flow/config.mk">
export PLATFORM = sky130hd
export DESIGN_NAME = Downcounter
export DESIGN_NICKNAME = Downcounter
export VERILOG_FILES = /design/flow/design.v
export SDC_FILE = /design/flow/constraint.sdc
export NUM_CORES = 4
export LEC_CHECK = 1
export CORE_AREA = 10 10 70 70
export DIE_AREA = 0 0 80 80
</file>
<file path="flow/constraint.sdc">
current_design Downcounter

set clk_period 1.7
set clk_io_pct 0.2

create_clock -name clk0 -period $clk_period [get_ports {clk1}]

set non_clock_inputs [all_inputs -no_clocks]
set_input_delay [expr $clk_period * $clk_io_pct] -clock clk0 $non_clock_inputs
set_output_delay [expr $clk_period * $clk_io_pct] -clock clk0 [all_outputs]
</file>
<file path="flow/design.v">
module Downcounter(
    input            clk1     ,
    input            rst      ,
    output  reg      timeout45,
    output  reg      timeout75,
    output  reg      timeout80,
    output reg [6:0] Count    
    );
localparam count_timeout45 = 45 ;
localparam count_timeout75 = 75 ;
localparam count_timeout80 = 80;
always@(posedge clk1, posedge rst)
begin
    if(rst)
        begin
        Count <= 5'b0;
        end
    else if (Count == count_timeout80 - 1)
        begin
        Count <= 5'b0;
        end
    else
        begin
        Count <= Count + 1;
        end
end
always@(*)
begin
     if (Count == count_timeout45 - 1)
        begin
        timeout45 = 1;
        end
    else
        begin
         timeout45 = 0;
        end
end
always@(*)
begin
     if (Count == count_timeout75 - 1)
        begin
        timeout75 = 1;
        end
    else
        begin
         timeout75 = 0;
        end
end
always@(*)
begin
     if (Count == count_timeout80 - 1)
        begin
        timeout80 = 1;
        end
    else
        begin
         timeout80 = 0;
        end
end
endmodule
</file>
==> GITHUB_STEP_SUMMARY <==
## PnR job results

| Metric | Value |
|---|---|
| Crit path launch type | flip-flop |
| Finish-stage setup viols | 0 |
| Adder share | 0.09615 |
| Die Y | about 80 µm |
| Tool warnings | 29 |
| Gr ovfl total | 0 |
| Initial Utilization | 0.1143 |
| Clock skew | 0.0007934 ns |
| Worst-path clk slew | 0.05 ns |
| Die ar. | 6400 µm² |
| Setup TNS | 0 ns |
| Syn Area/Cell | approximately 11 µm² |
| Die W | roughly 80 µm |
| Synthesis area per yosys | 390.4 µm² |
| Basic Gates by Area | 0.2821 |
| DR iter-0 viols | 7 |
| Antenna violations before repair | 0 |
| Reg2Reg Launch Point | Count[0] |
| Pwr dens | 437.9 nW/µm² |
| Post-synth seq share | 0.4487 |
| Main logic family | simple AND/OR/NAND/NOR gates |
| CP peak stage delay | 0.46 ns |
| Synthesized area | just under 400 µm² |
| Final antenna-violating net count | 0 |
| Flip-flops with a built-in enable | 0 |
| Final-report max-slew violation count | 0 |
| Largest net degree at the start of global routing | 8 |
| CTS root buf | clkbuf_4 |
| TritonCTS clock tree | built |
| Worst-path fanout max | 7 |
| Xor/xnor share | 0.06731 |
| CTS HTree Levels | 1 |
| Largest register FFs | 7 |
| Yosys top cell by area | dfrtp_1 |
| Worst-Margin Slew | 0.2662 ns |
| Mux frac, synth | 0 |
| Wirelength per Cell | around 9.1 µm |
| Non-Filler Instances | around 120 |
| RSZ-0062 raised after global routing | true |
| P_leak | 0.3497 nW |
| CP Cell Sequence | buf_4, clkdlybuf4s50_1 |
| Vias in the first global route | slightly below 400 |
| Worst Setup End Kind | primary output |
| Number of remaining DRC errors | 0 |
| Hold Fails Final Rpt | 0 |
| CTS sink count | 7 |
| Final instance area | 732.0 µm² |
| ANT cells | 0 |
| I/O Buffers | 11 |
| Ys Warns | 1 |
| Outcome | complete, no violations |
| R2R Path End | Count[6] |
| Commonest flop | dfrtp_1 |
| # hold bufs at CTS | 0 |
| Core footprint | around 3400 µm² |
| Reg2reg path depth | 7 |
| Critical path class | reg -> out |
| Post-Syn Instances | 37 |
| Max Root-Sink Buffers | 2 |
| Rel. slew slack | 0.8224 |
| Post-Synth AOI/OAI Area | 0.05769 |
| Worst hold-check path type | in -> async |
| Clock latency on the worst-skew pair | approximately 0.25 ns |
| Main area contributors | dfrtp_1 (45%), ha_1 (9.6%), xor2_1 (6.7%) |
| DP Area | 655.6 µm² |
| Vias | 376 |
| Area leader share | 0.4487 |
| Routed Wire Length | 1.052 mm |
| Pre-antenna DRT Iters | 2 |
| Post-DP HPWL | 856.9 µm |
| Peak VDD IR | 0.2582 mV |
| Share of cells above drive strength 1 | 0.4928 |
| Cell variety after synth | 17 |
| Req. time, crit path | 1.36 ns |
| Tot GR Track Use | 0.03554 |
| Ports | 12 |
| Fmax | 602.7 MHz |
| Synth Register Bits | 7 |
| Placed cells | 107 |
| Total clock buffers created by CTS | 3 |
| Overall power | 320.5 µW |
| Row Count | 21 |
| Async S/R FF share, synth | 1.000 |
| CP arrival | 1.32 ns |
| Maxcap violations | 0 |
| Global-route wire length before repair | around 1.8 mm |
| Period Utilization, post-route | 0.9760 |
| Slowest-stage cell, CP | clkdlybuf4s50_1 |
| DR vias/cell | 3.270 |
| Biggest regs | Count: 7 flops |
| P&R area growth vs syn | 87.50% |
| Biggest register | Count |
| Yosys Instances | 37 |
| Minimum clock period after layout | around 1.7 ns |
| Reg2Reg Setup Slack | 0.25 ns |
| Gpl congestion | 0.7931 |
layout by cell type (no fill, tap or decap), types with 2 or more instances in the layout:
master,count
buf_2,2
buf_4,17
clkbuf_4,3
clkdlybuf4s50_1,8
dfrtp_1,5
dfrtp_2,2
inv_1,2
nand2_1,4
nor2_1,4
nor2b_1,2
xor2_1,3
cells by family (layout without fill, tap and decap cells):
group	after synthesis	after routing
flops	7	7
simple gates	17	17
buf+inv	4	36
xor+xnor	3	3
compound gates	3	3
fa+ha+maj	3	3
layer usage:
| layer | part of all wire | routed length [µm] | GRT usage |
|---|---|---|---|
| met5 | 0 | 0 | 0 |
| met1 | 0.48 | 502 | 0.04762 |
| met4 | 0.010 | 11 | 0.008803 |
| met3 | 0.041 | 43 | 0.009091 |
| met2 | 0.47 | 494 | 0.05538 |
per-stage QoR:
step | utilization | hold WS, ns | setup slack, ns
2_1_floorplan | - | 0.1434 | 0.4025
3_3_place_gp | 0.1919 | 0.5354 | -0.07955
3_5_place_dp | 0.1919 | 0.5518 | -0.1016
4_1_cts | 0.2121 | 0.3233 | -0.02694
5_1_grt | 0.2143 | 0.3358 | -0.05109
6_report | 0.2143 | 0.3201 | 0.04072
layout make-up:
type,count,area (µm²)
fillers,382,2684
repair buffers,29,234.0
multi-input cells,26,225.2
flip-flops and latches,7,177.7
well taps,46,57.56
clock buffers,4,26.28
inverters,3,11.26
Yosys cell counts (all sizes together) (2+ instances only):
cell	count
xor2	3
nor2b	2
nand2	4
nand3	2
ha	3
dfrtp	7
inv	3
nor2	4
nor3	2
worst max-delay path: cells and delay by family, from the launching register on:
| kind | cells | cell delay (ns) |
|---|---|---|
| buffers and inverters | 2 | 0.62 |
| flip-flops | 1 | 0.45 |
worst max-delay path by stage:
stage / to / cells after the start / from
final: Count[4] / 2 / Count[4]
after CTS: timeout80 / 5 / Count[0]
after global routing: timeout80 / 5 / Count[0]
power breakdown:
group | switching [mW] | internal [mW]
registers | 0 | 0.167
clock network | 0.0588 | 0.0894
logic | 0.00330 | 0.00214
what timing repair did:
item | 4_1_cts | 5_1_grt
hold endpoints to repair | 0 | 0
gates resized | 16 | 3
endpoints found under the setup margin | 4 | 4
pin swaps | 1 | 2
setup buffers | 3 | 1
No activity file was given, so power comes from the tool's default toggle rates.
